`flow/design.v`:
```
`timescale 1ns / 1ps
module bcd(
input [3:0] sw,
output [3:0] an,
output [6:0] seg,
output dp);
assign an = 4'b1110;
assign dp = 1;
reg [6:0] seg_buf;
assign seg[6:0] = seg_buf [6:0];
always@(*) begin
case({sw[3:0]})
4'b0000: seg_buf = 7'b0000001;
4'b0001: seg_buf = 7'b1001111;
4'b0010: seg_buf = 7'b0010010;
4'b0011: seg_buf = 7'b0000110;
4'b0100: seg_buf = 7'b1001100;
4'b0101: seg_buf = 7'b0100100;
4'b0110: seg_buf = 7'b0100000;
4'b0111: seg_buf = 7'b0001111;
4'b1000: seg_buf = 7'b0000000;
4'b1001: seg_buf = 7'b0001100;
4'b1010: seg_buf = 7'b0001000;
4'b1011: seg_buf = 7'b1100000;
4'b1100: seg_buf = 7'b0110001;
4'b1101: seg_buf = 7'b1000010;
4'b1110: seg_buf = 7'b0110000;
4'b1111: seg_buf = 7'b0111000;
default: seg_buf = 7'b1111111;
    endcase
    end
endmodule
`timescale 1ns / 1ps
module PartCclkdiv(
input clk,
output slow_clk
    );
      reg [3:0] count1 = 0;  
      reg [3:0] count2 = 2;
      wire clk1;
      wire clk2;
      wire clk_out;
      assign clk1 = count1[3];
      assign clk2 = count2[3];
      assign clk_out = clk1 | clk2;
    assign slow_clk = clk_out;  
    always @(posedge clk) begin
        if(count1 == 4)count1 = 0;
         else  count1 = count1 + 1;
        end
    always @(negedge clk) begin
        if(count2 == 4)count2 = 0;
         else  count2 = count2 + 1;
        end 
endmodule
`timescale 1ns / 1ps
module sevenseg(
input clk,
input [15:0] sw,
input reset,
output reg [3:0] an = 4'b1110,
output reg [6:0] seg
    );
    wire [3:0] res1 = sw[3:0];
    wire [3:0] res2 = sw[7:4];
    wire [3:0] res3 = sw[11:8];
    wire [3:0] res4 = sw[15:12];
    wire [6:0] seg1;
    wire [6:0] seg2;
    wire [6:0] seg3;
    wire [6:0] seg4;
    bcd bcd0(.sw(res1), .seg(seg1)); 
    bcd bcd1(.sw(res2), .seg(seg2));
    bcd bcd2(.sw(res3), .seg(seg3));
    bcd bcd3(.sw(res4), .seg(seg4));
      wire slow_clk;  
  PartCclkdiv c1(clk, slow_clk);  
    reg [1:0] current_state = 0;
    reg [1:0] next_state = 0;
 always @(*) begin
        case(current_state)  
        0: begin 
        if(reset == 1)next_state = 0;
        else begin
        next_state = 1;
        an = 4'b1110;
        seg = seg1;
        end
            end     
        1: begin  
            if(reset == 1) next_state = 0;  
            else begin
            next_state = 2; 
            an = 4'b1101;
            seg = seg2;
            end
            end 
        2: begin  
            if(reset == 1) next_state = 0; 
            else next_state = 3; 
            an = 4'b1011;
            seg = seg3;
            end 
         3: begin
         next_state = 0;
         an = 4'b0111;
         seg = seg4;
         end
        default: begin  
            next_state = 0;
            end
        endcase
    end
    always @(posedge slow_clk) begin
        current_state <= next_state;
    end
endmodule
```
`flow/config.mk`:
```
export PLATFORM = sky130hd
export DESIGN_NAME = sevenseg
export DESIGN_NICKNAME = sevenseg
export VERILOG_FILES = /design/flow/design.v
export SDC_FILE = /design/flow/constraint.sdc
export NUM_CORES = 4
export LEC_CHECK = 1
export CORE_AREA = 10 10 111 111
export DIE_AREA = 0 0 121 121
```
`flow/run.sh`:
```
#!/bin/bash
# OpenROAD 26Q1-2900-gdf79404cd8, Yosys 0.63+post, stock flow scripts
make -C /OpenROAD-flow-scripts/flow DESIGN_CONFIG=/design/flow/config.mk WORK_HOME=/design/flow/orfs finish
```
`flow/constraint.sdc`:
```
current_design sevenseg

set clk_period 1.1
set clk_io_pct 0.2

create_clock -name clk0 -period $clk_period [get_ports {clk}]

set non_clock_inputs [all_inputs -no_clocks]
set_input_delay [expr $clk_period * $clk_io_pct] -clock clk0 $non_clock_inputs
set_output_delay [expr $clk_period * $clk_io_pct] -clock clk0 [all_outputs]
```
==> results.txt <==
Max Freq -> 973 MHz
worst slew pin tran -> 0.715 ns
vias -> 1,535
Fin. Hold Viols -> 0
CTS tree -> yes
Max Root-Sink Buffers -> 2
Die W -> 121 µm
die area -> 0.0146 mm²
leakage power -> 0.000970 µW
cycle use final -> 0.935
Synth area leader -> ha_1
mean post-synth cell area -> 8.69 µm²
endpoints left unconstrained -> 24
hold_sp -> c1.count2[0]
Flops after synth -> 21
Final Setup Violations -> 0
clock skew -> 0.00492 ns
WL/cell -> 11.3 µm
WHS -> 0.415 ns
Post-synth top flop -> dlxtn_1
core area -> 0.00986 mm²
crit path launch type -> flop
Final WS setup -> 0.0719 ns
Die Height -> 121 µm
Post-synth EDFFs -> 0
Worst Setup SP -> c1.count1[0]
CTS root buf -> clkbuf_8
total track usage -> 0.0553
H-tree level count -> 1
placed insts -> 366
yosys cell count -> 215
CTS Buf Count -> 3
share of post-route cells with drive strength above 1 -> 0.128
worst hold path type -> reg2reg
tool warnings -> 53
Max-Slew Margin vs Limit -> 0.522
Top cells by area -> ha_1, dfxtp_1, dlxtn_1
detailed-route vias per instance -> 4.09
Tmin final -> 1.03 ns
Overflow after GRT -> 0
Hold-fix buffers, CTS -> 0
outcome -> finished clean
CP required -> 1.26 ns
non-filler cells in the finished layout -> 375
number of antenna diodes -> 0
insertion delay to the later sink of the worst-skew pair -> 0.29 ns
drt total wl -> 4240 µm
Chip Area, Yosys -> 0.00187 mm²
DRC violations left -> 0
clock transition at the registers of the reported paths -> 0.04 ns
# rows -> 36
routability cong. -> 0.869
Max Cap Violations -> 0
largest net degree at the start of global routing -> 20
# fillers -> 1,046
worst slack at placement -> 0.0291 ns
post-layout util -> 0.233
Detailed Routing Iterations Pass 1 -> 4
Critical Path AT -> 1.19 ns
num ports -> 29
first-pass GRT wire length -> 6790 µm
Distinct lib cells used -> 48
vias in the first global route -> 1,456
Final Max Slew Viols -> 0
initial antenna violation count -> 0
VDD IR-drop max -> 0.586 mV
Area Overhead vs Synth -> 22.9%
Critical Setup Path Class -> reg2reg
1st-iter DRT viols -> 68
pwr dens -> 497 mW/mm²
fp util -> 0.189
Syn. warnings -> 3
IO buf count -> 28
Critical Path Sink Type -> flop
Worst Path Max Fanout -> 4
Antenna Violating Nets Remaining -> 0
Yosys top cell area share -> 0.201
asr flop ratio synth -> 0
Mapped Area -> 0.00187 mm²
detailed placement HPWL -> 3410 µm
Critical R2R Launch -> c1.count1[0]
post-synthesis cell count -> 215
register pins left without a clock -> 13
-- state kept, by name, summed over array words and instances, names as in the netlist --
signal         cells
c1.count1          4
seg                7
c1.count2          4
current_state      2
an                 4
-- where the power goes --
group          switching, µW  leakage [µW]  total (µW)  internal (µW)
sequential              1.46      0.000172         314            312
clock                    139     0.0000441         410            271
combinational            212      0.000754         417            205
total                    353      0.000970        1140            788
-- critical path, stage by stage (launching register included) --
cell and delay (ns):
dfxtp_2 0.34, inv_1 0.06, ha_2 0.18, nor2b_2 0.16, nand3b_1 0.15, o21ai_1 0.07
-- final cells by class --
type                            count  area, µm²  share of cell area
Multi-Input combinational cell    164       1330               0.581
Sequential cell                    21        369               0.161
Clock buffer                        4       45.0              0.0196
Timing Repair Buffer               30        295               0.129
Inverter                           19       71.3              0.0311
Tap cell                          133        166              0.0725
Clock inverter                      4       15.0             0.00654
-- Yosys cell counts (all sizes together), types with 2 or more instances --
master / instances
o21ai: 9
o221ai: 2
nor2b: 8
a211oi: 6
and2b: 3
or2b: 3
nand3b: 4
nand3: 2
nor2: 16
a21boi: 2
nor3b: 2
inv: 20
o311ai: 6
clkbuf: 3
nand2b: 5
nor3: 9
a221oi: 4
dfxtp: 10
nand2: 6
and2: 3
buf: 7
a21o: 3
a31o: 3
mux2i: 9
a31oi: 3
a311oi: 5
mux2: 7
dlxtn: 11
a21oi: 9
ha: 30
-- logic make-up (layout without fill, tap and decap cells) --
| logic type | after synthesis | after routing | share of synthesized area |
|---|---|---|---|
| AND-OR/OR-AND | 55 | 55 | 0.217 |
| latches | 11 | 11 | 0.0884 |
| multiplexers | 16 | 16 | 0.0924 |
| adder cells (fa/ha/maj) | 30 | 30 | 0.201 |
| flip-flops | 10 | 10 | 0.107 |
| AND/OR/NAND/NOR | 63 | 63 | 0.198 |
| buffers and inverters | 30 | 57 | 0.0958 |
-- metrics by stage --
| step | area (µm²) | total power, µW | setup TNS, ns |
|---|---|---|---|
| 6_report | 2300 | 1140 | 0 |
| 3_5_place_dp | 2210 | 764 | 0 |
| 3_3_place_gp | 2210 | 762 | 0 |
| 5_1_grt | 2300 | 1250 | -0.0236 |
| 4_1_cts | 2270 | 1160 | 0 |
| 2_1_floorplan | 1870 | 630 | 0 |
-- repair_timing --
action | in CTS | in global routing
buffers inserted | 0 | 2
endpoints found under the setup margin | 0 | 4
resized | 0 | 9
hold endpoints to repair | 0 | 0
-- layout by cell type, fill, tap and decap left out, drive strengths merged, types with 2 or more instances in the layout --
cell type,synthesis,layout
and2b,3,3
ha,30,30
inv,20,23
nor2b,8,8
o221ai,2,2
o311ai,6,6
a21boi,2,2
nand2,6,6
a211oi,6,6
a311oi,5,5
a31o,3,3
clkbuf,3,4
dfxtp,10,10
buf,7,2
o21ai,9,9
nand3,2,2
clkdlybuf4s50,0,28
a21oi,9,9
a221oi,4,4
nand3b,4,4
nor2,16,16
a21o,3,3
mux2i,9,9
and2,3,3
nor3b,2,2
nand2b,5,5
nor3,9,9
a31oi,3,3
or2b,3,3
mux2,7,7
dlxtn,11,11
-- layer usage --
layer	part of all wire	vias to the layer above	track usage	wire length [µm]
li1	-	822	-	-
met1	0.44	679	0.0679	1850
met2	0.49	32	0.0983	2070
met3	0.072	2	0.0151	303
met4	0.0019	0	0.00302	8
met5	0	-	0	0
-- path summary, 6_finish.rpt --
kind | end | slack (ns) | cells past startpoint
hold reg to reg | c1.count2[0] | 0.41 | 1
setup / recovery | c1.count1[2] | 0.07 | 5
hold / removal | c1.count2[0] | 0.41 | 1
setup reg to reg | c1.count1[2] | 0.07 | 5
No activity file was given, so power comes from the tool's default toggle rates.
