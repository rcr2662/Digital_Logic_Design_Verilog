===== ./config.mk =====
export PLATFORM = sky130hd
export DESIGN_NAME = datapath
export DESIGN_NICKNAME = datapath
export VERILOG_FILES = /design/flow/design.v
export SDC_FILE = /design/flow/constraint.sdc
export NUM_CORES = 4
export LEC_CHECK = 1
export CORE_AREA = 10 10 70 70
export DIE_AREA = 0 0 80 80

===== ./constraint.sdc =====
current_design datapath

set clk_period 3.4
set clk_io_pct 0.2

create_clock -name clk0 -period $clk_period [get_ports {clk}]

set non_clock_inputs [all_inputs -no_clocks]
set_input_delay [expr $clk_period * $clk_io_pct] -clock clk0 $non_clock_inputs
set_output_delay [expr $clk_period * $clk_io_pct] -clock clk0 [all_outputs]

===== ./design.v =====
`timescale 1ns / 1ps
module adder(
input a, b, Cin, 
output S, Cout
    );
 assign S = (~Cin & ~a & b) | (~Cin & a & ~b) | (Cin & ~a & ~b) | (Cin & a & b);
 assign Cout = (a & b) | (Cin & a) | (Cin & b);
endmodule
`timescale 1ns / 1ps
module cla(
    input clk, load, 
    input [3:0] a, b, 
    input Cin, 
    output [4:0] total
    );
    wire [3:0] G, P, C; 
    wire [4:0] S;
    assign G = a & b;
    assign P = (a ^ b);
    assign C[3] = G[3] | (P[3] & G[2]) | (P[3] & P[2] & G[1]) | (P[3] & P[2] & P[1] & G[0]) + (P[3] & P[2] & P[1] & P[0] & Cin); 
    assign C[2] = G[2] | (P[2] & G[1]) | (P[2] & P[1] & G[0]) | (P[2] & P[1] & P[0] & Cin);
    assign C[1] = G[1] | (P[1] & G[0]) | (P[1] & P[0] & Cin);
    assign C[0] = G[0] | (P[0] & Cin);
    assign S[4] = C[3];
    assign S[3:1] = P[3:1] ^ C[2:0];
    assign S[0] = P[0] ^ Cin;
    loadreg reg1(.clk(clk), .D(S), .Q(total), .load(load));
endmodule
`timescale 1ns / 1ps
module datapath(
input clk, load, sel, Cin,
input [15:0] sw,
output [15:0] led
    );
wire [4:0] res1;
wire [4:0] res2;
reg [15:0] res;
assign led = res;
rca rca1(.clk(clk), .load(load), .a(sw[7:4]), .b(sw[3:0]), .Cin(Cin), .total(res1));
cla cla1(.clk(clk), .load(load), .a(sw[15:12]), .b(sw[11:8]), .Cin(Cin), .total(res2));
always @(*) begin
        case(sel) 
        0: begin
        res[15:5] = 0;
        res[4:0] = res1;
        end
        1: begin
        res[15:13] = 0;
        res[12:8] = res2;
        res[7:0] = 0;
        end
        endcase
        end
endmodule
`timescale 1ns / 1ps
module loadreg(
   input clk, load, 
    input [4:0] D, 
    output reg [4:0] Q
    );
   initial  Q = 0; 
always @(posedge clk) begin 
    if(load) Q <= D;  
end 
endmodule
`timescale 1ns / 1ps
module rca(
input clk, load, 
input [3:0] a, b, 
input Cin, 
output [4:0] total
    );
wire [3:0] data; 
wire [3:0] Co;  
adder add0(.a(a[0]), .b(b[0]), .Cin(Cin), .Cout(Co[0]), .S(data[0]));
adder add1(.a(a[1]), .b(b[1]), .Cin(Co[0]), .Cout(Co[1]), .S(data[1])); 
adder add2(.a(a[2]), .b(b[2]), .Cin(Co[1]), .Cout(Co[2]), .S(data[2]));
adder add3(.a(a[3]), .b(b[3]), .Cin(Co[2]), .Cout(Co[3]), .S(data[3])); 
wire[4:0] sum;
assign sum[4] = Co[3];
assign sum[3:0] = data[3:0];
loadreg reg0(.clk(clk), .D(sum), .Q(total), .load(load));
endmodule

===== ./run.sh =====
#!/bin/bash
# OpenROAD 26Q1-2900-gdf79404cd8, Yosys 0.63+post, stock flow scripts
make -C /OpenROAD-flow-scripts/flow DESIGN_CONFIG=/design/flow/config.mk WORK_HOME=/design/flow/orfs finish

==> impl_metrics.toml <==
# generated from flow reports
[power_and_ir_drop]
leakagePower_nw = 0.4389
p_per_area_nw_per_um2 = 309.9
power.total_mw = 0.3276
ir_worst_vdd_mv = 0.08740

[synthesis]
synth_cell_type_count = 19
synth_flops = 10
yosys_area_um2 = 713.2
avgSynthCellArea_um2 = 11.14
synth_area_um2 = 713.2
postSynthSeqShare_pct = 42.11
yosys-stat-cells = 64
postSynthCellCount = 64
yosys_warnings = 2

[global_route]
antenna_found_initial = 0
gr-usage-all-layers_pct = 4.184
grt_pass1_vias = 549
grt_max_degree = 11
grt_pass1_wl_um = 2235
grt_remaining_overflow = 0

[flow_run]
cap_violations = 0
warning_count = 25

[route]
drt_iter0_markers = 1
num_antenna_cells = 0
viasPerCell = 3.440
avgRoutedWirePerCell_um = 9.553
wl_um = 1347
drc = 0
dr.pass1.iters = 2
vias = 485
postRouteAntennaNets = 0

[setup_path]
path_cells = "clkdlybuf4s50_1 > inv_1 > fa_1 > inv_1 > fa_1 > fa_1 > inv_1 > fa_1 > inv_1"
crit_buf_inv = 5
crit_family = "adder cells"
max_stage_delay_ns = 0.53
crit_path_top_delay_cell = "clkdlybuf4s50_1"
cp.required_ns = 3.41
crit_path_end_kind = "flop"
cp_max_fo = 4
critPathKind = "input pin to flop"
cp.arrival_ns = 2.69
start_kind = "input pin"

[final_timing]
maxSlewViolCount = 0
setup_slack_ns = 0.7170
period_minus_slack_ns = 2.683
setup_tns_ns = 0
grt_setup_unrepaired = "no"
timing.fmax_mhz = 372.7
fin_crit_sh_pct = 78.91
hold_viol_final = 0
finalSetupViolations = 0

[clock_network]
cts_sinks = 10
cts_resized = 0
cts_buffers = 3
cts_tree = "built"
ctsHoldBuffers = 0
cts.path.max_buffers = 2
htree_levels = 1
clkTransAtPathRegs_ns = 0.05
post_cts_buffers = 0
root_buffer = "clkbuf_4"

[floorplanning]
die-height_um = 80
rows = 21
die_area_um2 = 6400
ios = 36
die_x_um = 80
core_um2 = 3416
fp_util_pct = 20.88

[outcome]
status = "complete, no violations"

[worst_hold_path]
hp-class = "input pin to flop"

[placement]
hpwl_um = 1273
gp_congestion = 0.7626
io_buffers = 29
pre_cts_ws_ns = 0.4399

[cells_and_area]
area_growth_pct = 48.25
drive_above_1_share_pct = 5.263
finish.utilization_pct = 30.95
area by class of cell:
type,count,area [um2]
sequential,10,300.3
inverter,13,48.80
clock buffer,3,22.52
tap,46,57.56
fill,366,2359
multi-input combinational,40,337.8
timing repair buffer,29,290.3
cell usage after synthesis (all sizes together):
master	number	area share, %
a211oi	1	1.8
a21boi	1	1.1
a21oi	1	0.70
and2	5	4.4
and3b	1	1.4
buf	6	6.3
conb	1	0.53
edfxtp	10	42
fa	5	14
ha	4	7.0
inv	13	6.8
nor2	2	1.1
nor2b	5	4.4
nor3	1	0.70
o21ai	3	2.1
o21bai	1	1.1
or3	1	0.88
xnor2	1	1.2
xor2	2	2.5
cell families after synthesis:
logic type                 after synthesis  share of synthesized area, %
xor gates and xnor gates                 3                         3.685
adders and majority gates                9                         21.05
other                                    1                        0.5258
buffers and inverters                   19                         13.16
and+or+nand+nor                         15                         12.81
AOI/OAI and AO/OA                        7                         6.666
DFF                                     10                         42.11
state kept, by name, indices dropped and copies added, names as in the netlist:
name and cells:
rca1.reg0.Q 5, cla1.reg1.Q 5
metrics by stage:
step / instance area, um2 / hold WS (ns) / cells
3_3_place_gp: 1035 / 1.433 / 138
3_5_place_dp: 1035 / 1.446 / 138
2_1_floorplan: 732.0 / 0.7925 / 69
5_1_grt: 1057 / 1.189 / 141
6_report: 1057 / 1.183 / 141
4_1_cts: 1057 / 1.183 / 141
routing by layer:
metal | vias to the layer above | routed length, um | global-route usage (%) | part of all wire [%]
met2 | 22 | 609 | 6.501 | 45
met1 | 205 | 536 | 5.014 | 40
met5 | - | 0 | 0 | 0
li1 | 256 | - | - | -
met3 | 2 | 177 | 2.045 | 13
met4 | 0 | 23 | 1.232 | 1.7
path summary, 6_finish.rpt:
check                 start              to  slack [ns]  cells after the start
worst max-delay path    Cin  rca1.reg0.Q[3]        0.72                      9
worst min-delay path  sw[5]  rca1.reg0.Q[1]        1.18                      2
cell usage in the layout (no fill, tap or decap), drive strengths merged:
cell type / netlist / final
fa: 5 / 5
and3b: 1 / 1
a211oi: 1 / 1
inv: 13 / 13
nor2b: 5 / 5
o21bai: 1 / 1
o21ai: 3 / 3
and2: 5 / 5
ha: 4 / 4
xnor2: 1 / 1
a21boi: 1 / 1
clkbuf: 0 / 3
or3: 1 / 1
edfxtp: 10 / 10
xor2: 2 / 2
nor3: 1 / 1
nor2: 2 / 2
a21oi: 1 / 1
conb: 1 / 6
clkdlybuf4s50: 0 / 29
where the power goes:
group	internal [mW]	switching (mW)
clock network	0.0403	0.0308
registers	0.159	0.00305
logic	0.0615	0.0332
Power figures rest on the tool's default switching activity, not on a simulated workload.
