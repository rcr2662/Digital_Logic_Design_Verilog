File: flow/run.sh
#!/bin/bash
# OpenROAD 26Q1-2900-gdf79404cd8, Yosys 0.63+post, stock flow scripts
make -C /OpenROAD-flow-scripts/flow DESIGN_CONFIG=/design/flow/config.mk WORK_HOME=/design/flow/orfs finish
File: flow/config.mk
export PLATFORM = sky130hd
export DESIGN_NAME = clks
export DESIGN_NICKNAME = clks
export VERILOG_FILES = /design/flow/design.v
export SDC_FILE = /design/flow/constraint.sdc
export NUM_CORES = 4
export LEC_CHECK = 1
export CORE_AREA = 10 10 112 112
export DIE_AREA = 0 0 122 122
File: flow/constraint.sdc
current_design clks

set clk_period 2.2
set clk_io_pct 0.2

create_clock -name clk0 -period $clk_period [get_ports {clk}]

set non_clock_inputs [all_inputs -no_clocks]
set_input_delay [expr $clk_period * $clk_io_pct] -clock clk0 $non_clock_inputs
set_output_delay [expr $clk_period * $clk_io_pct] -clock clk0 [all_outputs]
File: flow/design.v
`timescale 1ns / 1ps
module clks(
input clk,
output [15:0] led
 );
 reg l12 = 0;
 reg l13 = 0;
 reg l14 = 0;
 reg l15 = 0;
 reg [11:0] count = 0;
 reg [3:0] countl12 = 0;
 reg [3:0] countl13 = 0;
 reg [3:0] countl14 = 0;
 reg [3:0] countl15 = 0;
 assign led[0] = count[0];
 assign led[1] = count[1];
 assign led[2] = count[2];
 assign led[3] = count[3];
 assign led[4] = count[4];
 assign led[5] = count[5];
 assign led[6] = count[6];
 assign led[7] = count[7];
 assign led[8] = count[8];
 assign led[9] = count[9];
 assign led[10] = count[10];
 assign led[11] = count[11];
 assign led[12] = l12;
 assign led[13] = l13;
 assign led[14] = l14;
 assign led[15] = l15;
 always@(posedge clk) count = count + 1;
 always@(posedge clk)begin
 countl12 = countl12 + 1;
 if(countl12 == 9)begin
 countl12 = 0;
 l12 = ~l12;
 end
 end
 always@(posedge l12)begin
 countl13 = countl13 + 1;
 if(countl13 == 5)begin
  countl13 = 0;
  l13 = ~l13;
 end
 end
 always@(posedge l13)begin
 countl14 = countl14 + 1;
 if(countl14 == 5) begin
 countl14 = 0;
 l14 = ~l14;
 end
 end
 always@(posedge l14)begin
 countl15 = countl15 + 1;
 if(countl15 == 5) begin
 countl15 = 0;
 l15 = ~l15;
 end
 end
endmodule
==> results.txt <==
flow finished, numbers: DP HPWL=1.72 mm, fin crit period=1.61 ns, register share after synthesis=49.9%, register pins left without a clock=15, Post-CTS Setup Inserts=0, Top Family by Delay on Critical Path=buffers and inverters, Setup CP Type=reg2out, max incr delay on CP=0.50 ns, final setup fails=0, FF/Latch Area=681 um^2, Leak Pwr=0.000588 uW, CTS tree=done, Max Buffers Root-to-Sink=2, endpoints left unconstrained=21, post-layout power=550 uW, Site Rows=37, count of max-cap constraint violations=0, Core Area=10200 um^2, HP Class=reg2reg, Setup crit end kind=primary output, Max Freq=621 MHz, critical path endpoint=led[6], Post-CTS Resized=0, Top cells excl fill/tap=28 x dfxtp_1, 17 x inv_1, 16 x clkdlybuf4s50_1, Worst Path Max Fanout=6, Crit path required time=1.76 ns, syn avg cell area=9.95 um^2, share of post-route cells with drive strength above 1=2.61%, dominant logic cell type in the layout=dfxtp_1, DRT antenna net count=0, global-route wire length before repair=3.66 mm, synthesized instance count=137, initial antenna violation count=0, Final TNS setup=0 ns, die x size=122 um, tool warning count=29, Slew @ Worst Pin=0.242 ns, initial core utilization=13.3%, CP Launch Type=register, CTS clk-pin slew, worst paths=0.07 ns, CTS root buf=clkbuf_8, final worst setup slack=0.590 ns, CTS buffer count=3, unrepaired setup endpoints after global routing=no, CP max stage cell=clkdlybuf4s50_1, outcome=completed, cells along the critical path=clkdlybuf4s50_1, largest net degree at the start of global routing=11, fill count=1113, Top Layer Used=met4, Setup crit start=count[6]$_DFF_P_, Comb gate area=589 um^2, number of vias per cell=3.12, routed len/inst=7.57 um, drt total wl=2.19 mm, Power per Cell Area=321 nW/um^2, # DRC=0, Final Slew Violations=0, Placed Area=1660 um^2, worst clock skew=0.00319 ns, Design Area, Final=1710 um^2, DR iter-0 viols=35, Chip Area, Yosys=1360 um^2, Worst VDD drop=0.216 mV, Yosys reg bits=32, routed via count=901, Synth Cell Area=1360 um^2, # diodes=0, CTS Hold Bufs=0, port bufs=16, buffers and inverters on the worst path=1, Hold Vio Cnt, Final=0, metal2 WL=910 um, Synth cell types=28, gr usage total=2.82%, fin crit share=73.2%, Met1 Routed Length=1.11 mm, WP depth=1, flop2flop setup slack=0.86 ns, vias in the first global route=834, Insertion Delay late pin=0.25 ns, RD Place Congestion=0.696, ys cells=137, Post-Place Setup Slack=0.844 ns, R2R cell count=4, die footprint=14900 um^2, WP data arrival=1.17 ns, CTS H-tree lvls=1, R2R Path End=l12$_DFFE_PN_, die height=122 um, WL met3=152 um, Layout Area Growth over Synthesis=25.4%, DR pass1 iterations=4, Ports=17, Syn. warnings=1, Max transition margin=83.8%, Reg2Reg Launch Point=countl12[0]$_SDFF_PN0_, GRT overflow=0
==> layout make-up <==
class | count | area share, %
clock inverters | 1 | 0.293
multi-input cells | 84 | 34.5
flip-flops and latches | 32 | 39.8
inverters | 17 | 3.73
well taps | 136 | 9.95
clock buffers | 3 | 2.41
repair buffers | 16 | 9.36
==> synth_stat cells <==
library cell	count	area [um^2]
a21boi_0	3	22.5
a21oi_1	5	25.0
a31oi_1	1	6.26
a32oi_1	1	8.76
and2_1	2	12.5
and3_1	2	12.5
and3b_1	2	17.5
and4_1	2	17.5
buf_4	4	30.0
dfxtp_1	28	561
edfxtp_1	4	120
ha_1	9	113
inv_1	17	63.8
nand2_1	6	22.5
nand2b_1	5	31.3
nand3_1	8	40.0
nand4_1	1	6.26
nor2_1	9	33.8
nor2b_1	4	25.0
nor3_1	1	5.00
nor3b_1	1	7.51
o21a_1	3	22.5
o21ai_0	1	5.00
o22a_1	1	8.76
o22ai_1	1	6.26
o32ai_1	1	8.76
xnor2_1	12	105
xor2_1	3	26.3
==> per-stage QoR <==
step / cells / utilization (%) / hold slack [ns]
final: 289 / 16.7 / 0.450
after detailed placement: 285 / 16.3 / 0.432
after CTS: 289 / 16.7 / 0.452
after global routing: 289 / 16.7 / 0.486
after floorplan: 137 / - / 0.391
after global placement: 285 / 16.3 / 0.417
==> worst min-delay path by stage <==
stage                 start  cells past startpoint           endpoint  slack, ns
6_report   count[0]$_DFF_P_                      1   count[0]$_DFF_P_       0.45
4_1_cts    count[0]$_DFF_P_                      1   count[0]$_DFF_P_       0.45
5_1_grt   count[11]$_DFF_P_                      1  count[11]$_DFF_P_       0.49
==> metal layers <==
metal / track usage [%] / vias up
met4: 0.447 / 0
met2: 4.21 / 14
met3: 0.986 / 2
met1: 3.92 / 400
met5: 0 / -
li1: - / 485
==> cell families after synthesis <==
kind of cell               synth area share, %
adders and majority gates                 8.26
and+or+nand+nor                           17.0
buffers and inverters                     6.88
xor gates and xnor gates                  9.63
AOI/OAI and AO/OA                         8.35
DFF                                       49.9
==> registers in the layout, indices dropped and copies added, names as in the netlist <==
| name | cells |
|---|---|
| countl15 | 4 |
| count | 12 |
| l14 | 1 |
| countl12 | 4 |
| countl13 | 4 |
| l15 | 1 |
| l12 | 1 |
| l13 | 1 |
| countl14 | 4 |
==> report_power, final <==
group          total (uW)  internal (uW)  switching (uW)
clock                 240            126             114
combinational    0.000291              0               0
sequential            310            310               0
total                 550            436             114
Power is estimated from default activity; no workload was simulated.
